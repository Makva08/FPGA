===== ./design.v =====
module FreqDiv #(
	parameter divideBy = 1
)(
	input reg refClk,
	output reg outClk = 0
);
int count = 1;
always @(posedge refClk)
begin
	if(2 * count == divideBy || 2 * count == divideBy + 1) 
	begin
		count <= 1;
		outClk <= 1;
	end
	else begin count <= count + 1;
		outClk <= 0; end
end
endmodule
module uart_tx(
	input CLOCK_50,
	input [1:0]KEY,
	input [3:0] SW,
	output reg tx
	);	
	 reg [1:0] state=0;
    parameter S0 = 2'b00;
    parameter S1 = 2'b01;
    parameter S2 = 2'b10;
    parameter S3 = 2'b11;
	 reg [7:0] DATA;
	 parameter START_BIT=0;
	 reg PARITY_BIT=0;
	 reg STOP_BIT =1;
	 parameter BAUD_RATE=1000;
	 FreqDiv #(.divideBy( 50000 / BAUD_RATE)) FD (.refClk(CLOCK_50), .outClk(txClk));
	 reg [3:0] i = 0;
	 reg [10:0] pack;
	 reg [1:0] keyreg, keyregpp; 
	 wire flag1trig,flag0trig;
	 assign flag1trig=~keyreg[1] && keyregpp[1];
	 assign flag0trig=~keyreg[0] && keyregpp[0];
    always @ (posedge CLOCK_50) begin
		 keyreg<=KEY;
		 keyregpp<=keyreg; 
		 case (state)
			 S0: 	begin
					i=0;
					if (flag1trig) DATA[3:0]<=SW; 
					if (flag0trig) state <= S1;
					end
			 S1:  begin
					if (flag1trig) DATA[7:4]<=SW;
					PARITY_BIT <= ~(^ DATA);
					if (flag0trig) state <= S2;
					end
			 S2:  begin
					pack[0] <=START_BIT;
					pack[8:1] <=DATA;
					pack[9] <=PARITY_BIT;
					pack[10] <=STOP_BIT;
					if (flag0trig) state <= S3;
					end
			S3:	begin
					if (txClk==1)
						if (i<10) begin i<=i+1;
							tx<=pack[i]; end
					if (flag0trig) state <= S0;
					end
			 default: state = S0;
		endcase
	 end
endmodule

===== ./run.sh =====
#!/bin/bash
# OpenROAD 26Q1-2900-gdf79404cd8, Yosys 0.63+post, stock flow scripts
make -C /OpenROAD-flow-scripts/flow DESIGN_CONFIG=/design/flow/config.mk WORK_HOME=/design/flow/orfs finish

===== ./config.mk =====
export PLATFORM = sky130hd
export DESIGN_NAME = uart_tx
export DESIGN_NICKNAME = uart_tx
export VERILOG_FILES = /design/flow/design.v
export SDC_FILE = /design/flow/constraint.sdc
export NUM_CORES = 4
export LEC_CHECK = 1
export CORE_UTILIZATION = 50

===== ./constraint.sdc =====
current_design uart_tx

set clk_period 4.2
set clk_io_pct 0.2

create_clock -name clk0 -period $clk_period [get_ports {CLOCK_50}]

set non_clock_inputs [all_inputs -no_clocks]
set_input_delay [expr $clk_period * $clk_io_pct] -clock clk0 $non_clock_inputs
set_output_delay [expr $clk_period * $clk_io_pct] -clock clk0 [all_outputs]

==> flow_metrics.tcl <==
# flow metrics
set metrics [dict create \
    cts_tree "built" \
    path_cells "clkdlybuf4s50_1" \
    n_fill_cell 399 \
    p_int_w 0.00108 \
    chipHeight_microns 73.3 \
    drt-initial-drc-count 58 \
    period_used_pct 46.0 \
    rsz0062_at_grt "false" \
    wl_per_cell_microns 12.5 \
    cts_resized 0 \
    dp_hpwl_microns 2660 \
    pwr-share-clk_pct 30.5 \
    grt_pass1_vias 1446 \
    clock-sinks 61 \
    die_w_microns 73.3 \
    clk_path_buf_depth 2 \
    yosysWarnings 3 \
    cp_slowest_cell "clkdlybuf4s50_1" \
    total_power_w 0.00144 \
    antenna_found_initial 0 \
    hold_buffers 0 \
    status "complete, no violations" \
    grt.total_usage_pct 16.8 \
    hp-start "keyreg[0]" \
    seq_area_sq_mm 0.00147 \
    rr_startpoint "state[0]" \
    drv_slew 0 \
    endpoint_kind "primary output" \
    reg2reg_depth 4 \
    syn_inst 206 \
    holdPathStages 0 \
    place.gp.congestion 0.786 \
    max_clock_freq_mhz 518 \
    crit_buf_inv 1 \
    ir_worst_vdd_v 0.000321 \
    grt_max_degree 11 \
    r2r_slack_ps 2380 \
    ioPinCount 8 \
    fin_crit_ps 1930 \
    coreArea_sq_mm 0.00482 \
    numCtsBuffers 9 \
    yosysUniqueCellTypes 36 \
    avgSynthCellArea_sq_um 12.4 \
    ys_area_sq_mm 0.00254 \
    cp_top_family "buffers and inverters" \
    clock_skew_ps 5.82 \
    drt_first_pass_iters 4 \
    initial_core_util_pct 52.8 \
    ys_seq_share_pct 57.8 \
    row_count 25 \
    syn2layout_area_growth_pct 11.8 \
    layout_top_cells "dfxtp_1 (36), edfxtp_1 (25), xnor2_1 (23)" \
    port_buffers 7 \
    p_sw_share_pct 25.0 \
    ys_cells 206 \
    multiInputGateArea_sq_mm 0.00101 \
    leakagePower_nw 1.09 \
    post-cts-setup-buffers 0 \
    cp_data_required_time_ps 3360 \
    yosysTopAreaCell "edfxtp_1" \
    p_switching_w 0.000360 \
    crit_path_max_fanout 1 \
    synthesis.area_sq_mm 0.00254 \
    synth.area.top_cells "edfxtp_1 (29%), dfxtp_1 (28%), xnor2_1 (7.9%)" \
    clkTransAtPathRegs_ps 60 \
    slew_headroom_pct 72.2 \
    yosys.area.top_type_share_pct 29.5 \
    max_cap_violations 0 \
    crit_arrival_ps 1090 \
    clk_latency_ps 320 \
    ys.flops 61 \
    vias 1467 \
    combPwrFrac_pct 14.6 \
    hold_path.class "reg -> reg" \
    n_antenna_cell 0 \
    overflow 0 \
    critPathMaxStageDelay_ps 450 \
    via_per_inst 5.02 \
    drive_above_1_share_pct 10.2 \
    log.warning_count 29 \
    root_buffer "clkbuf_8" \
    start_kind "flip-flop" \
    drt.antenna.violating_nets 0 \
    grt_pass1_wl_microns 6570 \
    holdPathEnd "keyregpp[0]" \
    crit_type "reg -> out" \
    drt-total-wl_microns 3650 \
    rr_endpoint "state[1]" \
    worst_slew_pin_slew_ps 413 \
    final_common_cell "dfxtp_1" \
    dieArea_sq_mm 0.00538 \
    setup_viol 0 \
    power_density_mw_per_mm2 506 \
    drc_errors 0 \
    seq_power_share_pct 54.9 \
    hold_viol 0 \
    ctsHtreeMaxLevel 3 \
    finalSetupTns_ps 0 \
]
cell families after synthesis:
group / after synthesis / synth area share, %
AND/OR/NAND/NOR: 77 / 20.3
flip-flops: 61 / 57.8
XOR/XNOR: 38 / 13.1
buffers and inverters: 14 / 2.46
AND-OR/OR-AND: 7 / 1.67
adder cells (fa/ha/maj): 7 / 3.44
multiplexers: 2 / 1.28
state kept, by name, indices dropped and copies added (netlist names), 2 cells and up:
register	count
FD.count	31
pack	9
DATA	8
i	4
keyreg	2
keyregpp	2
state	2
cells in the mapped netlist:
master and instances:
buf_6 1, nand4_1 4, nor2_1 12, nand3_1 8
a21oi_1 2, nand2b_1 1, nand3b_1 3, nor3_1 7
and3_1 3, mux4_2 1, o21ai_0 3, o221ai_1 1
or3_4 1, clkbuf_1 1, nor4_2 3, xor2_1 15
nor2b_1 1, o32ai_1 1, or2_2 1, nor4_4 1
edfxtp_1 25, dfxtp_1 36, nand2_1 11, and3b_1 2
nor4bb_1 1, nor4b_1 1, ha_1 7, and2b_1 1
nor4_1 6, inv_1 10, and4_1 4, buf_2 2
nand4_4 3, mux2i_1 1, and2_1 3, xnor2_1 23
power by group through the flow:
stage / clock network, W / logic, W / registers, W
finish: 0.000439 / 0.000211 / 0.000790
global route: 0.000487 / 0.000246 / 0.000802
CTS: 0.000453 / 0.000212 / 0.000792
routing by layer:
layer / vias to the layer above / GRT usage (%) / wire length, microns
met5: - / 0 / 0
met4: 0 / 3.42 / 23
met3: 2 / 3.74 / 121
met2: 18 / 22.3 / 1510
met1: 688 / 30.2 / 1990
li1: 759 / - / -
how the worst max path moves through the flow:
stage                     from  endpoint  slack [ps]  depth (start not counted)
after CTS                   tx        tx        2250                          1
after global routing  state[0]  state[1]        2200                          4
final                       tx        tx        2270                          1
metrics by stage:
stage | area (sq um) | utilization [%] | hold slack, ps | worst slack (ps) | instances
floorplan | 2540 | - | 331 | 2530 | 206
global placement | 2670 | 55.5 | 345 | 2480 | 276
detailed placement | 2670 | 55.5 | 342 | 2380 | 276
CTS | 2850 | 59.1 | 355 | 2250 | 292
global route | 2850 | 59.1 | 361 | 2200 | 292
finish | 2850 | 59.1 | 355 | 2270 | 292
layout make-up:
cell class / instances / area share [%]
flip-flops and latches: 61 / 51.7
clock buffers: 14 / 5.71
repair buffers: 7 / 2.46
clock inverters: 2 / 0.352
well taps: 67 / 2.95
inverters: 10 / 1.32
multi-input cells: 131 / 35.5
Power and IR drop assume default switching activity.
