**/design/flow/design.v**
```verilog
module ADC_Disp(
    input[11:0] ADC_Reading,
    output[7:0] LED
);
assign LED = ADC_Reading[11:4];
endmodule
module ADC_Read(
    input logic clk,
    input logic SDO,
    output logic SCK,
    output logic SDI = 0,
    output logic CONVST = 0,
    output logic[11:0] ADC_Reading = 0
);
localparam SDI_data = 6'b100010;
typedef enum {idle, conv_st, conv_wait, send_sdi, rec_sdo} ADC_STAGE;
ADC_STAGE stage = idle;
logic SCK_en = 0;
clkDiv S_CLK(.refClk(clk),.enable(SCK_en),.outClk(SCK));
logic SCK_prevState = 0;
logic SCK_posedge, SCK_negedge;
assign SCK_posedge = ~SCK_prevState & SCK;
assign SCK_negedge = SCK_prevState & ~SCK;
logic[7:0] count = 0;
logic [11:0] reading_local = 0;
always @(posedge clk) begin
    SCK_prevState <= SCK;
    case(stage)
    idle:begin
        count <= count + 1;
        if(count == 15)
        begin
            stage <= conv_st;
            CONVST <= 1;
            count <= 0;
        end   end
    conv_st:begin
			  count <= count + 1;
			  if(count == 1)
			  begin
					stage <= conv_wait;
					CONVST <= 0;
					count <= 0;
			  end   end
    conv_wait:begin
				  count <= count + 1;
				  if(count == 80) begin
						stage <= send_sdi;
						SCK_en <= 1;
						SDI <= SDI_data[5];
						reading_local[11] <= SDO;
						count <= 0;
				  end
			 end
    send_sdi: begin
				  if(SCK_posedge & count != 5) SDI <= SDI_data[4 - count];
				  if(SCK_negedge) begin
						count <= count + 1;
						reading_local[10-count] <= SDO; end
				  if(count == 4) begin
						stage <= rec_sdo;end   end
    rec_sdo:begin
			  if(SCK_negedge)
			  begin
					count <= count + 1;
					reading_local[10-count] <= SDO;
			  end
			  if(count == 10) SCK_en <= 0;
			  if(count == 11)
			  begin
					count <= 0;
					stage <= conv_st;
					CONVST <= 1;
					ADC_Reading <= reading_local;    
			  end   end    
    default: stage <= idle; 
    endcase
end
endmodule
module clkDiv (
    input logic refClk,
    input logic enable,
    output logic outClk = 0);
logic clockOn = 0;
always @(posedge refClk)
begin
    if(enable) clockOn <= 1;
    else clockOn <= 0;
    if(clockOn) outClk <= ~outClk;
    else outClk <= 0;
end
endmodule
module SR_clken (
	input logic refClk,
	input logic enable,
	output logic SR_clk);
logic[2:0] count = 1;
assign SR_clk = count == 5;
always @(posedge refClk)
begin
    if(count == 5) count <= 1;
    else if(~enable) count <= 1;
    else count <= count + 1;
end
endmodule
module de0_nano_soc_baseline(
	input CLOCK_50,
	output ADC_CONVST,
	output ADC_SCLK,
	output ADC_SDI,
	input ADC_SDO,
   inout[35:0]GPIO_0,
	input[1:0]KEY,
	output[7:0]LED,
	input [3:0]SW);
wire[11:0] result;
ADC_Read read( .clk(CLOCK_50), .CONVST(ADC_CONVST), .SCK(ADC_SCLK), .SDI(ADC_SDI), .SDO(ADC_SDO),.ADC_Reading(result));
full_sevenseg full(.clk(CLOCK_50),.value({4'b0000, result}),.display(GPIO_0[21:15]),.select(GPIO_0[9:6]));
endmodule
module sevenseg(
	input logic[3:0] one_seg,
	output logic[6:0] sevenseg);
logic[7:0] disp [15:0];
initial begin
    disp[0]  <= 7'b0111111;
    disp[1]  <= 7'b0000110;
    disp[2]  <= 7'b1011011;
    disp[3]  <= 7'b1001111;
    disp[4]  <= 7'b1100110;
    disp[5]  <= 7'b1101101;
    disp[6]  <= 7'b1111101;
    disp[7]  <= 7'b0000111;
    disp[8]  <= 7'b1111111;
    disp[9]  <= 7'b1101111;
    disp[10] <= 7'b1110111;
    disp[11] <= 7'b1111100;
    disp[12] <= 7'b0111001;
    disp[13] <= 7'b1011110;
    disp[14] <= 7'b1111001;
    disp[15] <= 7'b1110001;
end
assign sevenseg = ~disp[one_seg]; 
endmodule
module full_sevenseg(
   input logic clk,
	input logic[15:0] value,
	output logic[6:0] display,
	output logic[3:0] select
);
logic[7:0] inner_display[3:0];
localparam clock_div = 50000;
int clock_count = 0;
always @(posedge clk)
begin
    clock_count <= clock_count + 1;
    if(clock_count == clock_div)
    begin
        clock_count <= 0;
        case(select)
            4'b0001: select <= 4'b0010;
            4'b0010: select <= 4'b0100;
            4'b0100: select <= 4'b1000;
            4'b1000: select <= 4'b0001;
            default: select <= 4'b0001;
        endcase
    end    
end
genvar i;
generate
    for(i=0; i<4; i=i+1)  
    begin : gen_sev_seg_instances
        sevenseg segmz(.one_seg(value[4*i+3 : 4*i]),.sevenseg(inner_display[i]));
    end
endgenerate
assign display = select == 4'b0001 ? inner_display[0] : select == 4'b0010 ? inner_display[1] : select == 4'b0100 ? inner_display[2] : select == 4'b1000 ? inner_display[3] : 0;
endmodule
```
**/design/flow/run.sh**
```bash
#!/bin/bash
# OpenROAD 26Q1-2900-gdf79404cd8, Yosys 0.63+post, stock flow scripts
make -C /OpenROAD-flow-scripts/flow DESIGN_CONFIG=/design/flow/config.mk WORK_HOME=/design/flow/orfs finish
```
**/design/flow/config.mk**
```make
export PLATFORM = sky130hd
export DESIGN_NAME = de0_nano_soc_baseline
export DESIGN_NICKNAME = de0_nano_soc_baseline
export VERILOG_FILES = /design/flow/design.v
export SDC_FILE = /design/flow/constraint.sdc
export NUM_CORES = 4
export LEC_CHECK = 1
export CORE_UTILIZATION = 50
```
**/design/flow/constraint.sdc**
```tcl
current_design de0_nano_soc_baseline

set clk_period 4.5
set clk_io_pct 0.2

create_clock -name clk0 -period $clk_period [get_ports {CLOCK_50}]

set non_clock_inputs [all_inputs -no_clocks]
set_input_delay [expr $clk_period * $clk_io_pct] -clock clk0 $non_clock_inputs
set_output_delay [expr $clk_period * $clk_io_pct] -clock clk0 [all_outputs]
```
==> qor.csv <==
metric,value,unit
status,did not finish,
Failed at,4_1_cts,
Tool Error,"[error] [KeplerFormal.cpp:679] Workflow failed: Iso has multiple drivers: .GPIO_09, GPIO_0[9]$_DFFE_PN_.Q0",
endpoints left unconstrained,25,
cell area after placement,5410,µm²
ys cells,559,
"flops & latches, synth",77,
Most used DFF post-synth,edfxtp_1,
pre-CTS setup slack,223,ps
site row count,36,
RePlAce Congestion,0.873,
synthesized area per cell,9.34,µm²
# IOs,55,
die width,104,µm
Num CTS Buffers,9,
Post-CTS Resized,0,
Initial Util,52.5,%
H-tree depth,3,
"EDFF count, synth",42,
yosys stat area,5220,µm²
Post-synth seq share,37.6,%
fraction of registers with async set or reset after synthesis,0,%
mapped cell area,5220,µm²
post-synthesis cell count,559,
Synth cell types,75,
dpl hpwl,7.16,mm
Post-CTS Setup Inserts,0,
Clock Path Buffers,2,
clk sinks,77,
Synth Warn #,13,
port bufs,4,
CTS Hold Bufs,0,
root buf cell,clkbuf_8,
die height,104,µm
-- cells by family after synthesis --
family / share of synthesized area (%)
adder cells (fa/ha/maj): 7.91
buffers and inverters: 5.20
other: 0.0718
AND/OR/NAND/NOR: 23.7
XOR/XNOR: 7.02
AND-OR/OR-AND: 12.9
multiplexers: 5.63
flip-flops: 37.6
-- metrics by stage --
| stage | std cells | hold WS, ps | power, µW | util, % |
|---|---|---|---|---|
| after global placement | 688 | 328 | 763 | 54.4 |
| after floorplan | 566 | 323 | 765 | - |
| after detailed placement | 688 | 330 | 763 | 54.4 |
-- synthesized netlist by cell type (3+ instances only) --
cell type  instances  area (µm²)
xnor2_1           27         236
nor4b_1            5        43.8
buf_4              9        67.6
mux2_2             5        56.3
nor3_1            12        60.1
nand4_1           19         119
buf_1              3        11.3
mux2i_1            8        80.1
edfxtp_1          42        1260
a22oi_1            4        30.0
o211ai_1           7        52.6
a21o_1             3        22.5
o21ai_0           14        70.1
buf_2              3        15.0
ha_1              33         413
o41ai_1            3        26.3
o22ai_1            3        18.8
nor2_1            46         173
inv_1             27         101
a32o_1             4        40.0
xor2_1            13         114
nor2b_1           11        68.8
o32ai_1            3        26.3
dfxtp_1           35         701
nand3_1           24         120
and3_1             7        43.8
nand2b_1           9        56.3
or3_1              5        31.3
mux4_2             3        67.6
a21oi_1           25         125
nand2_1           56         210
clkbuf_1          13        48.8
and2_1             4        25.0
a31oi_1            3        18.8
nand4b_1           3        26.3
nand3b_1           5        37.5
mux2_1             8        90.1
nor4_1             8        50.1
Power is estimated from default activity; no workload was simulated.
