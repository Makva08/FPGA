### flow/config.mk
export PLATFORM = sky130hd
export DESIGN_NAME = uart_rx
export DESIGN_NICKNAME = uart_rx
export VERILOG_FILES = /design/flow/design.v
export SDC_FILE = /design/flow/constraint.sdc
export NUM_CORES = 4
export LEC_CHECK = 1
export CORE_UTILIZATION = 50
### flow/constraint.sdc
current_design uart_rx

set clk_period 4.2
set clk_io_pct 0.2

create_clock -name clk0 -period $clk_period [get_ports {CLOCK_50}]

set non_clock_inputs [all_inputs -no_clocks]
set_input_delay [expr $clk_period * $clk_io_pct] -clock clk0 $non_clock_inputs
set_output_delay [expr $clk_period * $clk_io_pct] -clock clk0 [all_outputs]
### flow/design.v
module FreqDiv #(
	parameter divideBy = 1
)(
	input reg refClk,
	output reg outClk = 0
);
int count = 1;
always @(posedge refClk)
begin
	if(2 * count == divideBy || 2 * count == divideBy + 1) 
	begin
		count <= 1;
		outClk <= 1;
	end
	else begin count <= count + 1;
		outClk <= 0; end
end
endmodule
module uart_rx(
	input CLOCK_50,
	input rx,
	output reg [7:0] LED);
	reg [10:0] received = 0;    
	FreqDiv #(.divideBy( 50000 / 1000)) FD (.refClk(CLOCK_50), .outClk(rxClk));
	reg [1:0] state=0;
   parameter Idle = 2'b00;
   parameter Opa = 2'b01;
	reg [3:0] k = 0;
	integer i; 
	always @ (posedge CLOCK_50) begin
		case (state)
			Idle: 	begin
						k <= 0;
						LED <= 0;
						if (rx == 0) state <= Opa;
						end
			Opa: 		begin
						received[k] <= rx;	
						if (rxClk) begin
							if (k<11)
								k<=k+1; end								
						if (~(^received[8:1]) == received[1]) LED[7:0] <= received[8:1];
						else LED[7:0] <= 8'b11111111;
						if (k >= 11) state <= Idle;					
						end	
		endcase	
	end 
endmodule
### flow/run.sh
#!/bin/bash
# OpenROAD 26Q1-2900-gdf79404cd8, Yosys 0.63+post, stock flow scripts
make -C /OpenROAD-flow-scripts/flow DESIGN_CONFIG=/design/flow/config.mk WORK_HOME=/design/flow/orfs finish
==> notes.md <==
run results: floorplan die area between 5000 and 6000 um^2, total grt overflow 0, # H-tree levels 2, worst-case clock buffer depth 2, average cell area after synthesis 10.1 um^2, synthesis-to-finish area growth 8.00%, end of the worst hold path FD.count[0]$_SDFF_PP1_, maximum vdd drop around 0.26 mV, number of buffer and inverter stages on the critical path 1, residual DRC count 0, synth warn 3, fp util 52.0%, Worst setup SP type register, Final TNS setup 0 ps, I/O Buffers 9, initial antenna violation count 0, I/O pin cnt 10, crit path max fanout 11, post-DP HPWL 2.92 mm, placement row count 25, depth of the worst register-to-register path 6, Critical Setup Path Class reg2reg, Slew Limit Fails 0, via density per instance about 5.3, number of iterations in the first detailed-routing pass 4, Chip Height 71.8 um, Horiz. Die Dim 71.8 um, number of placed cells counting well taps a little under 300, number of enable-type register cells in the synthesized netlist 13, cells after synthesis 242, max-slew headroom at the worst pin 58.8%, chip area estimate from yosys synthesis 2440 um^2, clock transition time at the flip-flop clock pins of the worst setup and hold paths 90 ps, outcome complete, no violations, capture instance of the worst register-to-register path received[4]$_DFFE_PP_, total detailed-routing wirelength between 4 and 5 mm, fin crit period 2300 ps, worst-skew pair later-pin latency roughly 300 ps, reg2reg setup slack 1900 ps, global route hottest layer met2, transition time of the tightest slew-check pin 613 ps, origin of the critical flop-to-flop path k[0]$_SDFFCE_PN0P_, Synth async-reset ratio 0%, area of the placeable core 4690 um^2, area leader, netlist dfxtp_1, Max Clock Freq 0.434 GHz, max_cap viols 0, post-route non-filler standard cell count a little over 300, hold depth 1, worst path cell trace inv_1 -> ha_1 -> or2_2 -> o31ai_1 -> nand2_1 -> mux2_2, starting DRC count in detailed routing 49, fill cell count 421, setup violation total in the final timing report 0, WL per Instance ~13 um, RSZ-0062 raised after global routing no, cell area after synthesis 2440 um^2, number of gates resized after CTS 0, n_diodes 0, start point of the worst min-delay path FD.count[0]$_SDFF_PP1_, sequential-to-total area share from yosys stat 48.8%, yosys stat cell total 242, required time at the endpoint of the critical path 4260 ps, hold-fix buffers at CTS 0, share of the clock period used by the worst path a little over half, TritonCTS clock tree built, met2 capacity usage during global routing 29.6%, CP max stage cell edfxtp_1, Top Layout Cells dfxtp_1, nor2_1, xor2_1, xnor2_1, nand2_1, Synth top area share 32.8%, gate family responsible for the most delay along the worst path flip-flops, tool warning count 30, RePlAce Congestion about 0.85, Yosys reg bits 53, Num CTS Buffers 5, most common cell after layout, fill and taps aside dfxtp_1, standby leakage power a little over 0.001 uW, number of buffers inserted by post-CTS setup repair 0, signal arrival time at the worst endpoint 2360 ps, final-report hold violation count 0, number of distinct library cell variants in the gate-level netlist after synthesis roughly 40, global-route wire length before repair roughly 7 mm, met3 Use GR 3.71%, Pwr per Cell Area 495 nW/um^2, maximum cell stage delay along the critical path 560 ps, overall via count from detail_route 1,613, CTS sink cnt 53, pin count of the biggest net entering global routing 18, crit end category register, dominant register cell in the synthesized netlist dfxtp_1, via count of the first global-routing pass 1,587, biggest area cells dfxtp_1, edfxtp_1, xnor2_1, proportion of layout cells with a drive suffix above 1 approximately 7%, min-delay worst type reg2reg, total routing resource utilization after global routing 17.7%, CTS root buffer clkbuf_8, met1 track demand over resource 24.7%, antenna violation net count after detailed routing 0, Worst Skew 8.22 ps
[where the power goes]
part / internal (uW) / switching [uW]
clock network: 118 / 168
registers: 609 / 53.2
logic: 193 / 163
total: 920 / 384
[worst register-to-register path: stages, from the launching register on]
cell      delay, ps
edfxtp_1        560
inv_1           140
ha_1            270
or2_2           290
o31ai_1         420
nand2_1         110
mux2_2          280
[stage by stage]
step	hold WS (ps)	setup slack (ps)	area [um^2]	total power, uW	utilization (%)
floorplan	405	1990	2440	909	-
finish	441	1900	2630	1300	56.1
CTS	449	1900	2630	1330	56.1
global route	471	1740	2630	1410	56.1
global placement	422	1990	2540	1040	54.2
detailed placement	424	1910	2540	1040	54.2
[logic make-up (layout without fill, tap and decap cells)]
group	after synthesis	in the layout	synth area share, %
AND/OR/NAND/NOR	110	110	24.5
multiplexers	3	3	1.33
buffers and inverters	16	24	3.23
AND-OR/OR-AND	14	14	4.36
flip-flops	53	53	48.8
XOR/XNOR	38	38	13.6
adder cells (fa/ha/maj)	8	8	4.10
[worst max path at each step]
stage	startpoint	end	cells after the start	slack, ps
finish	k[0]$_SDFFCE_PN0P_	received[4]$_DFFE_PP_	6	1900
CTS	k[0]$_SDFFCE_PN0P_	received[4]$_DFFE_PP_	6	1900
global route	k[0]$_SDFFCE_PN0P_	received[4]$_DFFE_PP_	6	1740
[synthesized netlist by cell type (2+ instances only)]
library cell and count:
nand3b_1 2, o21ai_0 3, nand3_1 15, nand4_1 5, nand2b_1 3, xor2_1 19, xnor2_1 19, buf_6 2
o2bb2ai_1 5, or4_1 2, nor3_2 3, nor2_1 30, nor3_1 10, ha_1 8, nor4_1 6, inv_1 7
nor3b_1 2, buf_2 2, nand2_1 17, o21a_1 2, dfxtp_1 40, clkbuf_1 4, and4_1 3, edfxtp_1 13
mux2_2 2, and3_1 4
[per-layer routing]
metal | up-vias | share of wire, %
li1 | 847 | -
met1 | 741 | 48
met2 | 18 | 47
met3 | 7 | 3.1
met4 | 0 | 2.1
met5 | - | 0
[sequential cells by signal, summed over array words and instances, names as in the netlist]
register	count
k	4
state	1
FD.outClk	1
received	8
LED	8
FD.count	31
[area by class of cell]
type / count / area (um^2) / share of cell area [%]
clock buffers: 5 / 68.8 / 2.61
well taps: 54 / 67.6 / 2.57
repair buffers: 9 / 90.1 / 3.42
clock inverters: 3 / 21.3 / 0.808
multi-input cells: 173 / 1170 / 44.4
flip-flops and latches: 53 / 1190 / 45.2
inverters: 7 / 26.3 / 0.998
Power and IR drop assume default switching activity.
